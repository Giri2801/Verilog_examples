===== ./config.mk =====
export PLATFORM = sky130hd
export DESIGN_NAME = rca
export DESIGN_NICKNAME = rca
export VERILOG_FILES = /design/flow/design.v
export SDC_FILE = /design/flow/constraint.sdc
export NUM_CORES = 4
export LEC_CHECK = 1
export CORE_AREA = 10 10 70 70
export DIE_AREA = 0 0 80 80

===== ./constraint.sdc =====
current_design rca

set clk_period 3.8
set clk_io_pct 0.2

create_clock -name clk0 -period $clk_period

set non_clock_inputs [all_inputs -no_clocks]
set_input_delay [expr $clk_period * $clk_io_pct] -clock clk0 $non_clock_inputs
set_output_delay [expr $clk_period * $clk_io_pct] -clock clk0 [all_outputs]

===== ./design.v =====
module rca(a,b,cin,sum,cout); 
  input [7:0]a; 
  input [7:0]b; 
  input cin; 
  output [7:0] sum; 
  output [7:0] cout; 
  wire c1,c2,c3,c4,c5,c6,c7; 
  fa n1(a[0],b[0],cin,sum[0],cout[0]); 
  fa n2(a[1],b[1],cout[0],sum[1],cout[1]); 
  fa n3(a[2],b[2],cout[1],sum[2],cout[2]); 
  fa n4(a[3],b[3],cout[2],sum[3],cout[3]); 
  fa n5(a[4],b[4],cout[3],sum[4],cout[4]); 
  fa n6(a[5],b[5],cout[4],sum[5],cout[5]); 
  fa n7(a[6],b[6],cout[5],sum[6],cout[6]); 
  fa n8(a[7],b[7],cout[6],sum[7],cout[7]); 
endmodule 
module fa(input a,b,cin,output sum,cout); 
  wire w1,w2,w3,w4,w5; 
  xor x1(w1,a,b); 
  xor x2(sum,w1,cin); 
  and a1(w2,a,b); 
  and a2(w3,b,cin); 
  and a3(w4,a,cin); 
  or o1(w5,w2,w3); 
  or o2(cout,w4,w5); 
endmodule 

===== ./run.sh =====
#!/bin/bash
# OpenROAD 26Q1-2900-gdf79404cd8, Yosys 0.63+post, stock flow scripts
make -C /OpenROAD-flow-scripts/flow DESIGN_CONFIG=/design/flow/config.mk WORK_HOME=/design/flow/orfs finish

==> flow_metrics.py <==
# Metrics from the implementation run
metrics = {
    "status": {
        "status": "finished with violations",
        "violations": "negative setup slack",
    },
    "hold_path": {
        "min_from": "b[7]",
        "hold_class": "in2out",
    },
    "finish": {
        "nClkBuffers": 0,
        "syn_to_final_growth_pct": 104,
        "drive_above_1_share_pct": 43.9,
        "register_area_um2": 0,
        "seq_cells": 0,
        "stdcell_area_um2": 649,
    },
    "floorplan": {
        "dieHeight_um": 80,
        "die_area_um2": 6400,
        "fp.dieW_um": 80,
        "initCoreUtil_pct": 9.30,
        "ios": 33,
        "rows": 21,
        "core-area_um2": 3420,
    },
    "final_timing": {
        "finalHoldViolCount": 0,
        "rsz0062_at_grt": "yes",
        "final-max-slew-violation-count": 0,
        "setup_ws_ns": -0.822,
        "max_clock_freq_mhz": 216,
        "slew_headroom_pct": 93.3,
        "period_minus_slack_ns": 4.62,
        "worst_pin_slew_ns": 0.0998,
        "setup_viol": 6,
        "fin_setup_tns_ns": -3.03,
        "finalCritPeriodShare_pct": 122,
    },
    "setup_path": {
        "cp_slowest_cell": "fa_1",
        "crit_path_end_kind": "output port",
        "crit_chain": "buf_8 > inv_12 > fa_2 > inv_2 > fa_2 > fa_2 > fa_2 > fa_2 > fa_2 > fa_2 > inv_2 > fa_1 > inv_1 > buf_2",
        "required_ns": 3.04,
        "critical_path_arrival_ns": 3.86,
        "max_stage_delay_ns": 0.39,
        "cp-start-kind": "input port",
        "path_max_fanout": 2,
        "path_delay_family": "adder cells",
        "crit_type": "in2out",
        "critPathLaunch": "a[0]",
        "critPathBufInv": 6,
        "cp_common_cell": "fa_2",
    },
    "power_and_ir_drop": {
        "p_sw_uw": 26.9,
        "irDropWorstVdd_uv": 49.7,
        "power.share.clock_pct": 0,
        "p_total_uw": 90.8,
        "power_frac_seq_pct": 0,
        "power_frac_comb_pct": 100.0,
        "intPower_uw": 63.9,
        "power.density_nw_per_um2": 140,
        "swShare_pct": 29.6,
        "leakage_uw": 0.000276,
    },
    "grt": {
        "grt_max_degree": 3,
        "grt_pass1_vias": 321,
        "overflow": 0,
        "track_usage_pct": 3.15,
        "grt_pass1_wl_um": 1630,
        "antenna_found_initial": 0,
    },
    "placement": {
        "place_area_um2": 621,
        "port_buffers": 33,
        "dp_hpwl_um": 976,
        "place_congestion": 0.859,
    },
    "synth": {
        "syn_inst": 34,
        "yosysTopAreaCell": "fa_1",
        "synth-seq-area-share_pct": 0,
        "ys_cells": 34,
        "avgSynthCellArea_um2": 9.35,
        "syn_area_um2": 318,
        "yosysWarnings": 0,
        "area_leaders": "fa_1 50%, buf_4 38%, inv_1 12%",
        "ys_area_um2": 318,
        "top_cell_area_share_pct": 50.4,
        "synthDistinctLibCells": 3,
    },
    "job": {
        "warnings": 38,
        "cap_violations": 0,
    },
    "routing": {
        "vias": 267,
        "vias_per_cell": 2.59,
        "drt_wl_total_um": 1040,
        "diodes": 0,
        "drt_iter0_drc": 1,
        "wire_per_inst_um": 10.1,
        "ant_nets": 0,
        "drtPass1Iterations": 2,
        "drcViolationCount": 0,
    },
    "clock_tree": {
        "ctsHoldBuffers": 0,
    },
}
[power groups by stage]
stage | clock network (µW) | logic [µW] | registers [µW]
CTS | 0 | 91.2 | 0
global route | 0 | 103 | 0
finish | 0 | 90.8 | 0
[Yosys cell counts]
| cell type | instances |
|---|---|
| buf_4 | 16 |
| fa_1 | 8 |
| inv_1 | 10 |
[tightest hold or removal path: stages]
cell and delay (ns):
clkdlybuf4s50_1 0.39, inv_1 0.07, fa_1 0.15, inv_1 0.03, buf_2 0.10
[layout by cell type, fill, tap and decap left out]
cell type and n:
clkdlybuf4s50_1 21, fa_2 7, buf_4 6, inv_1 5, dlygate4sd2_1 5, buf_2 4
inv_2 2, buf_6 2, inv_4 1, clkinv_4 1, inv_12 1, fa_1 1
buf_8 1
[final cells by class]
class	count	area, µm²
inverters	10	57.6
well taps	46	57.6
multi-input cells	8	178
fillers	374	2770
repair buffers	39	357
[cell families (layout without fill, tap and decap cells)]
family | after synthesis | in the layout | share of synthesized area (%)
adder cells (fa/ha/maj) | 8 | 8 | 50.4
buffers and inverters | 26 | 49 | 49.6
[worst paths after layout]
check,endpoint,slack (ns),depth (start not counted)
worst min-delay path,sum[7],2.27,5
worst max-delay path,sum[7],-0.82,14
[repair_timing]
action / in CTS / in global routing
buffers inserted: 4 / 2
setup endpoints to repair: 10 / 7
pin swaps: 8 / 8
resized: 36 / 2
[per-stage QoR]
step / util, % / hold slack (ns) / instances / worst slack [ns]
after floorplan: - / 1.77 / 34 / -0.647
after global placement: 18.2 / 2.58 / 97 / -1.72
after detailed placement: 18.2 / 2.59 / 97 / -1.75
after CTS: 18.5 / 2.26 / 101 / -1.03
after global routing: 19.0 / 2.31 / 103 / -0.971
final: 19.0 / 2.27 / 103 / -0.822
[metal layers]
| layer | global-route usage (%) | up-vias | share of wire (%) | wire (µm) |
|---|---|---|---|---|
| met1 | 3.66 | 113 | 42 | 441 |
| met5 | 0 | - | 0 | 0 |
| li1 | - | 122 | - | - |
| met3 | 3.30 | 0 | 29 | 302 |
| met2 | 4.17 | 32 | 28 | 294 |
| met4 | 0 | 0 | 0 | 0 |
