File: config.mk
export PLATFORM = sky130hd
export DESIGN_NAME = dff
export DESIGN_NICKNAME = dff
export VERILOG_FILES = /design/flow/design.v
export SDC_FILE = /design/flow/constraint.sdc
export NUM_CORES = 4
export LEC_CHECK = 1
export CORE_AREA = 10 10 70 70
export DIE_AREA = 0 0 80 80
File: constraint.sdc
current_design dff

set clk_period 1.0
set clk_io_pct 0.2

create_clock -name clk0 -period $clk_period [get_ports {clk}]

set non_clock_inputs [all_inputs -no_clocks]
set_input_delay [expr $clk_period * $clk_io_pct] -clock clk0 $non_clock_inputs
set_output_delay [expr $clk_period * $clk_io_pct] -clock clk0 [all_outputs]
File: run.sh
#!/bin/bash
# OpenROAD 26Q1-2900-gdf79404cd8, Yosys 0.63+post, stock flow scripts
make -C /OpenROAD-flow-scripts/flow DESIGN_CONFIG=/design/flow/config.mk WORK_HOME=/design/flow/orfs finish
File: design.v
module dff(clk,clear,enable,din,q); 
input [7:0]din; 
input clk,clear,enable; 
output reg [7:0]q; 
always @(posedge clk) 
    if(enable)begin 
        if(clear) 
            q <= 0; 
        else  
            q <= din; 
    end 
endmodule
==> out/metrics.cfg <==
[clock_network]
cts_tree = yes
cts_buffer_depth = 2
cts.sinks = 8
htreeDepth = 1
root_buffer = clkbuf_4
cts.clk_slew.worst_paths_ns = 0.05
cts_inserted_buffers = 3

[global_route]
grt_pass1_wl_mm = 1.07
grt_remaining_overflow = 0
grt_usage_pct = 2.11
grt_pass1_vias = 244
antenna_found_initial = 0
grt_max_degree = 9

[sta]
slew_headroom_pct = 80.9
max_freq_ghz = 1.08
timing.setup.tns_ns = 0
rsz0062_at_grt = no
tightest_slew_ns = 0.286
hold_ws_ns = 0.625
setup_viol = 0
period_minus_slack_ns = 0.926
finalMaxSlewViolations = 0
finalHoldViolCount = 0
layout_setup_ws_ns = 0.0739
fin_crit_sh_pct = 92.6

[layout]
stdcell_count = 84
syn2layout_area_growth_pct = 82.8
postLayoutCellArea_um2 = 531
largest_reg_flops = 8
lay_top_count = clkdlybuf4s50_1
top_register = q
reg_top3 = q: 8 flops
most-common-layout-cells = 10 x clkdlybuf4s50_1, 8 x nor2b_1, 8 x buf_2, 8 x edfxtp_1, 3 x clkbuf_4
layout-drive-gt1-share_pct = 31.6

[routing]
drt_first_pass_iters = 2
avgViaCountPerCell = 2.40
vias = 202
routedWlPerCell_um = 8.52
totalWireLength_um = 716
ant_nets = 0
drt_iter0_markers = 2
n_antenna_cell = 0
drc_errors = 0

[floorplan]
coreArea_mm2 = 0.00342
rows = 21
dieArea_mm2 = 0.00640
io_pins = 19
die_w_um = 80
die_h_um = 80
fp_util_pct = 8.50

[critical_path]
end_kind = primary output
crit_family = flip-flops
arrival_ns = 0.73
cp.required_ns = 0.80
worst_setup_path_start_kind = flop
crit_fanout = 1
crit_type = reg -> out
crit_buf_inv = 1
critPathSlowestCell = edfxtp_1
crit_chain = buf_2
slowest_delay_ns = 0.36

[flow_run]
tool_warnings = 25
drv_cap = 0

[yosys]
ys_types = 2
yosysTopAreaCellShare_pct = 82.8
syn_area_um2 = 290
yosys.area.top_type = edfxtp_1
ys_warn_count = 1
synth-seq-cells = 8
area_leaders = edfxtp_1 83%, nor2b_1 17%
ys_cells = 16
synth_seq_share_pct = 82.8
yosys_area_um2 = 290
netlist_instances = 16
syn_avg_cell_area_um2 = 18.1

[power_and_ir_drop]
vdd_drop_max_mv = 0.180
pwr_density_cell_mw_per_mm2 = 1360
leakage_nw = 0.188

[placed_design]
finalWeightedCongestion = 0.702
io_buffers = 18
place_inst = 81
place_ws_ns = -0.190
dpl_cell_area_um2 = 548

[hold_path]
min_path_type = in -> reg

[outcome]
outcome = complete, no violations

[metal layers]
layer | GRT usage (%) | vias up | wire (µm)
met4 | 1.76 | 0 | 34
met2 | 4.33 | 7 | 457
li1 | - | 102 | -
met5 | 0 | - | 0
met1 | 1.72 | 91 | 207
met3 | 0.114 | 2 | 17
[power by group]
group          internal [W]  switching [W]
Clock              0.000136      0.0000919
Combinational     0.0000645      0.0000221
Sequential         0.000399     0.00000560
Total              0.000600       0.000120
[cells by family after synthesis]
group         count (synthesis)  synth area share [%]
flops                         8                  82.8
simple gates                  8                  17.2
[repair_timing]
item | CTS | global route
resized | 24 | 0
endpoints found under the setup margin | 8 | 0
setup buffers | 0 | 0
hold buffers | 0 | 0
[synthesized netlist by cell type, drive strengths merged]
master and instances:
nor2b 8, edfxtp 8
[cell type report]
| type | instances | area [µm²] |
|---|---|---|
| fillers | 388 | 2890 |
| well taps | 46 | 57.6 |
| repair buffers | 19 | 160 |
| flip-flops and latches | 8 | 240 |
| clock buffers | 3 | 22.5 |
| multi-input cells | 8 | 50.0 |
[path summary, 6_finish.rpt]
check  startpoint  depth (start not counted)   end
max          q[5]                          1  q[5]
min        din[3]                          2  q[3]
[metrics by stage]
step	power, W	utilization (%)
after global routing	0.000768	15.5
after floorplan	0.000416	-
after detailed placement	0.000527	16.0
final	0.000720	15.5
after global placement	0.000525	16.0
after CTS	0.000739	15.5
Power and IR drop assume default switching activity.
